==> flow/design.v <==
`timescale 1ns / 1ps
`default_nettype none
module regs(
	input			clk,
	input [15:0]		ASUM,
	input [15:0]		BSUM,		 
	input			ASEL,		 
	input [3:0]		LEV,		 
	input [6:0]		MIR6_0,		 
	input [15:0]		IB_in,		 
	input			AEN,		 
	input			HKL,		 
	input			HSEL,		 
	input			HX,		 
	input			RLD,		 
	input			RKL,		 
	input			CPCLR,		 
	input			CPLD,		 
	input			CPKL,		 
	input [7:0]		STS,		 
	input			WSCR,
	output reg [15:0]	R,
	output [15:0]		IB_ut,		 
	output reg [15:0]	AA,
	output reg [15:0]	BB
);
	wire [15:0]	SUM;
	reg [15:0]	CP;
	wire [15:0]	h;
	(* ram_style = "DISTRIBUTED" *)
	reg [15:0]	D[15:0], B[15:0], L[15:0], A[15:0], T[15:0],
		X[15:0], RSP[15:0], rSTS[15:0], rSCR[15:0];
	always @(posedge clk) begin
		if (WSCR)
			rSCR[LEV] <= SUM;
	end
	wire [15:0]	rd = D[LEV];
	wire [15:0]	rb = B[LEV];
	wire [15:0]	rl = L[LEV];
	wire [15:0]	ra = A[LEV];
	wire [15:0]	rt = T[LEV];
	wire [15:0]	rx = X[LEV];
	wire [15:0]	sp = RSP[LEV];
	wire [15:0]	ssts = rSTS[LEV];
	wire [15:0]	scr = rSCR[LEV];
	always @(*) begin
		case (MIR6_0[3:0])
		4'd00: AA = 16'd0;
		4'd01: AA = rd;
		4'd02: AA = CP;
		4'd03: AA = rb;
		4'd04: AA = rl;
		4'd05: AA = ra;
		4'd06: AA = rt;
		4'd07: AA = rx;
		4'd08: AA = { 8'b0, STS };
		4'd09: AA = h;
		4'd10: AA = 16'd0;	 
		4'd11: AA = h;
		4'd12: AA = scr;
		4'd13: AA = R;
		4'd14: AA = sp;
		4'd15: AA = ssts;
		endcase
	end
	always @(*) begin
		case (MIR6_0[6:4])
		3'd00: BB = 16'd0;
		3'd01: BB = rd;
		3'd02: BB = CP;
		3'd03: BB = rb;
		3'd04: BB = rl;
		3'd05: BB = ra;
		3'd06: BB = rt;
		3'd07: BB = rx;
		endcase
	end
	reg [15:0]	H;
	always @(posedge clk)	 
		if (HKL)
			H <= IB_in;
	wire [15:0]	hline = HKL ? IB_in : H;
	assign 		h = HSEL ? hline : {16{HX}};
	always @(posedge clk) begin
		if (CPCLR)
			CP <= 0;
		else if (CPLD && CPKL)
			CP <= SUM;
		else if (CPKL)
			CP <= CP + 1;
	end
	always @(posedge clk) begin
		if (CPCLR)
			R <= 0;
		else if (RLD && RKL)
			R <= 0;	 
		else if (RKL)
			R <= R + 1;
	end
	assign IB_ut = AEN ? AA : 16'b0;	 
	assign SUM = ASEL ? BSUM : ASUM;
endmodule
==> flow/run.sh <==
#!/bin/bash
# OpenROAD 26Q1-2900-gdf79404cd8, Yosys 0.63+post, stock flow scripts
make -C /OpenROAD-flow-scripts/flow DESIGN_CONFIG=/design/flow/config.mk WORK_HOME=/design/flow/orfs finish
==> flow/config.mk <==
export PLATFORM = sky130hd
export DESIGN_NAME = regs
export DESIGN_NICKNAME = regs
export VERILOG_FILES = /design/flow/design.v
export SDC_FILE = /design/flow/constraint.sdc
export NUM_CORES = 4
export LEC_CHECK = 1
export CORE_UTILIZATION = 50
==> flow/constraint.sdc <==
current_design regs

set clk_period 10.3
set clk_io_pct 0.2

create_clock -name clk0 -period $clk_period [get_ports {clk}]

set non_clock_inputs [all_inputs -no_clocks]
set_input_delay [expr $clk_period * $clk_io_pct] -clock clk0 $non_clock_inputs
set_output_delay [expr $clk_period * $clk_io_pct] -clock clk0 [all_outputs]
==> run summary <==
Wirelength per Cell -> 24.2 um
total core area -> 25400 um2
syn_area_per_cell -> 14.1 um2
crit path time final -> 7160 ps
number of global-route vias before repair -> 8309
Worst path slowest cell -> clkdlybuf4s50_1
Worst Path Arrival -> 5100 ps
Residual DRC -> 0
antenna violations before repair -> 1
chip width -> 164 um
Min Hold Slack -> 451 ps
final hold vios -> 0
YS warnings -> 1
post-cts resize count -> 0
area delta synth->final -> 21.5%
Post-synth regs -> 304
Num CTS Buffers -> 34
Post-CTS Hold Fix Bufs -> 0
IO Pins -> 143
Leak -> 5.60 nW
Routed Wire Length -> 34600 um
dpl ws -> 3160 ps
status -> finished clean
Log Warnings -> 26
Synth top cells by count -> edfxtp_1 (256), mux2i_1 (128), a22oi_1 (69)
clk buf depth -> 3
area share, top type -> 58.7%
number of setup violations in the final report -> 0
Insertion Delay late pin -> 500 ps
worst reg2reg path depth -> 5
RSZ-0062 raised after global routing -> false
Vias per Instance -> 5.91
GPL Wtd Cong -> 0.934
share of cells above drive strength 1 -> 11.6%
chip area -> 26800 um2
net switching power -> 0.602 mW
clock share of power -> 41.0%
Mapped Area -> 13100 um2
FP Util -> 51.5%
First DRT Iteration DRCs -> 515
Slew HR -> 40.7%
Post-Place Cell Area -> 14900 um2
worst r2r src -> CP[7]
Synth Seq Share -> 66.1%
Hold Path Cell Cnt -> 2
achievable frequency -> 140 MHz
flip-flops with a built-in enable -> 256
routed via count -> 8452
cells along the critical path -> clkdlybuf4s50_1 -> and2_1 -> buf_4 -> a22oi_1 -> and3_1 -> a31oi_1 -> a21oi_1 -> clkdlybuf4s50_1
Int Pwr -> 2.15 mW
delay of the slowest critical-path stage -> 1010 ps
Cells after DPL -> 1372
Cell area leaders -> edfxtp_1 (59%), mux2i_1 (9.8%), dfxtp_1 (7.3%), a22oi_1 (4.0%), mux2_2 (2.5%)
Sink Count -> 304
Yosys chip area -> 13100 um2
CP Launch Point -> LEV[0]
Gate Count Post-Synth -> 928
Final WS setup -> 3140 ps
MaxCap Viol Count -> 0
power share of the combinational group -> 8.5%
diode count -> 0
drt first pass iters -> 5
fin. max-slew vios -> 0
antenna viol nets, final -> 0
GR Util All Layers -> 28.9%
Unique masters post-synth -> 54
dpl hpwl -> 22900 um
Crit Path Max Fanout -> 23
CP Data Required Time -> 8240 ps
clock skew -> 12.1 ps
crit path kind -> in -> out
design area -> 15900 um2
Sw Ratio -> 21.9%
Hold Path End -> H[12]
Worst-Margin Slew -> 884 ps
async set-reset flop share out of synthesis -> 0%
PwrDens -> 173 nW/um2
CP most frequent cell -> clkdlybuf4s50_1
Root Buffer -> clkbuf_16
Die H -> 164 um
reg2reg setup slack -> 8440 ps
Crit. End Element -> primary output
Synth Flop Type -> edfxtp_1
first-pass GRT wire length -> 50700 um
Fin Setup TNS -> 0 ps
worst r2r dst -> CP[11]
non-filler cells, final -> 1429
clock slew at the register clock pins of the worst setup and hold paths -> 60 ps
Hold Path Class -> reg -> reg
Synth top cell by count -> edfxtp_1
Max VDD drop -> 0.134 mV
startpoint types -> primary input
CTS tree -> done
FP Rows -> 58
port bufs -> 142
Reg power frac -> 50.5%
Yosys Instances -> 928
H-tree levels -> 2
post-synth top area cell -> edfxtp_1
hold path startpoint -> H[12]
grt total ovfl -> 0
cycle use final -> 69.5%
Setup Buffers After CTS -> 0
largest net degree at the start of global routing -> 90
-- worst max path at each step --
stage,end,depth (start not counted)
4_1_cts,IB_ut[7],8
5_1_grt,IB_ut[7],8
6_report,IB_ut[7],8
-- per-stage QoR --
step           total power, mW  utilization [%]
2_1_floorplan             1.54                -
3_3_place_gp              1.65             58.6
3_5_place_dp              1.65             58.6
4_1_cts                   2.77             62.6
5_1_grt                   2.83             62.6
6_report                  2.75             62.6
-- kinds of logic after synthesis --
group,share of synthesized area [%]
AND/OR/NAND/NOR,7.40
buffers and inverters,2.82
XOR/XNOR,1.00
adder cells (fa/ha/maj),0.191
flip-flops,66.1
multiplexers,13.0
AND-OR/OR-AND,9.52
-- layout make-up --
type / count / area (um2)
fillers: 1945 / 9490
flip-flops and latches: 304 / 8650
multi-input cells: 555 / 4110
repair buffers: 171 / 1650
clock buffers: 39 / 891
well taps: 330 / 413
clock inverters: 18 / 144
inverters: 12 / 45.0
-- layer usage --
metal | global-route usage (%) | up-vias | part of all wire, %
met5 | 0 | - | 0.035
li1 | - | 3922 | -
met2 | 41.4 | 486 | 45
met1 | 42.8 | 3990 | 39
met3 | 15.7 | 52 | 13
met4 | 5.56 | 2 | 2.3
-- state kept, by name (all words and copies together) (netlist names) --
| register | flops |
|---|---|
| CP | 16 |
| H | 16 |
| rSCR | 256 |
| R | 16 |
-- worst max-delay path: cells and delay by family --
family / cells / cell delay, ps
AND-OR/OR-AND: 3 / 520
buffers and inverters: 3 / 1840
AND/OR/NAND/NOR: 2 / 650
-- power groups by stage --
stage | registers [mW] | clock network (mW) | logic (mW)
final | 1.39 | 1.13 | 0.235
after global routing | 1.39 | 1.19 | 0.255
after CTS | 1.39 | 1.15 | 0.235
-- placed cells by master, fill, tap and decap left out, types with 3 or more instances in the layout --
master,synthesis,final
o21ai_0,13,13
a21oi_1,32,32
mux2_2,29,29
xnor2_1,4,4
edfxtp_1,256,256
a22oi_1,69,69
or3_1,4,4
clkinv_2,0,8
mux4_2,3,3
nor3_1,11,7
nor2_2,1,7
nand3_1,45,45
dfxtp_1,48,48
nor2b_2,1,3
o22ai_1,19,19
nand4_1,6,6
a32oi_1,6,6
inv_1,12,12
xor2_1,11,11
and2_1,19,19
nor3_2,0,4
a31oi_1,17,17
clkinv_1,0,5
and3_1,7,7
clkdlybuf4s50_1,0,141
o2bb2ai_1,7,7
buf_4,14,28
a22o_1,3,3
mux2i_1,128,128
clkbuf_1,17,4
nand2_1,24,24
nor2_1,60,54
clkbuf_16,0,35
Power figures rest on the tool's default switching activity, not on a simulated workload.

<file path="/design/flow/design.v">
`timescale 1ns / 1ps
`default_nettype none
module decoding(
	input			clk,
	input			MCL,
	input [31:0]		ROM,
	input			ALT,
	input			SIR9,
	input			T1,
	input			T5,
	input			MIRKL,
	input [11:8]		MIR11_8,
	input			MIR15,
	input			ACTLOOP,
	input			TRRSTS,
	input			BMSRC,
	input			T3,
	output			SI,
	output			SKL,
	output			WREN,
	output			WSTS,
	output			WD,
	output			WB,
	output			WL,
	output			WA,
	output			WT,
	output			WX,
	output			IODEST,
	output			WSHC,
	output			WSCR,
	output			DEST15,
	output			WSP,
	output			WSSTS,
	output [1:0]		ASHS,
	output [1:0]		BSHS,
	output reg [31:19]	MIR31_19,
	output			DBL,
	output			ARM,
	output [1:0]		CRSEL,
	output [3:0]		S
);
	wire		SHDEST, STSDEST;
	wire		T1_n = ~T1, T5_n = ~T5;
	wire		DBL_n;
	assign DBL = ~DBL_n;
	wire		CPDEST = 0;
	wire		AT3 = 0;
	wire		TRUE = 1;
	wire		DDBL = 0;
	wire x_6c12, x_6c8, x_4c3, x_4c6;
	assign x_6c12 = ~(MIR31_19[24] & WREN & SHDEST);
	assign x_6c8 = ~(~MIR31_19[24] & WREN & SHDEST);
	assign x_4c3 = ~(MIR15 & ACTLOOP);
	assign x_4c6 = ~(~MIR15 & ACTLOOP);
	assign BSHS[1] = ~(x_6c12 & x_4c6);
	assign ASHS[0] = ~(x_4c3 & x_6c8);
	assign BSHS[0] = ~(x_6c12 & x_4c3);
	assign ASHS[1] = ~(x_6c8 & x_4c6);
	wire		x_16c6_n, x_14c_q, x_14c_q_n;
	reg		x_16c6;
	always @(*) begin		 
		casez (MIR31_19[23:21])
		3'b000: x_16c6 = 0;
		3'b001: x_16c6 = SIR9;
		3'b01?: x_16c6 = CPDEST;
		3'b1?0: x_16c6 = 0;
		3'b1?1: x_16c6 = SIR9;
		endcase
	end
	assign x_16c6_n = x_14c_q_n ? 1 : ~x_16c6;
	reg		x_14c_qx;
	always @(posedge T1_n)
		x_14c_qx <= T5_n == 0 ? 1 : x_16c6_n;
	assign x_14c_q = T5_n == 0 ? 1 : x_14c_qx;
	assign x_14c_q_n = ~x_14c_q;
	assign DBL_n = x_14c_q;
	assign S = ALT ? MIR31_19[23:20] : MIR31_19[28:25];	 
	assign ARM = ALT ? MIR31_19[24] : MIR31_19[29];		 
	assign CRSEL = S[3:2];
	always @(posedge clk) begin
		if (MCL)
			MIR31_19 <= 0;
		else if (MIRKL)
			MIR31_19 <= ROM[31:19];
	end
	assign WREN = (TRUE | BMSRC | MIR31_19[30]) &
		~MIR31_19[31] & ~DDBL & T3;
	assign WD = MIR11_8 == 4'd01 ? WREN : 0;
	assign CPDEST = MIR11_8 == 4'd02 ? WREN : 0;
	assign WB = MIR11_8 == 4'd03 ? WREN : 0;
	assign WL = MIR11_8 == 4'd04 ? WREN : 0;
	assign WA = MIR11_8 == 4'd05 ? WREN : 0;
	assign WT = MIR11_8 == 4'd06 ? WREN : 0;
	assign WX = MIR11_8 == 4'd07 ? WREN : 0;
	assign STSDEST = MIR11_8 == 4'd08 ? WREN : 0;
	assign SHDEST = MIR11_8 == 4'd09 ? WREN : 0;
	assign IODEST = (MIR11_8 == 4'd10) ? WREN : 0;
	assign WSHC = MIR11_8 == 4'd11 ? WREN : 0;
	assign WSCR = MIR11_8 == 4'd12 ? WREN : 0;
	assign DEST15 = MIR11_8 == 4'd13 ? WREN : 0;
	assign WSP = MIR11_8 == 4'd14 ? WREN : 0;
	assign WSSTS = MIR11_8 == 4'd15 ? WREN : 0;
	assign WSTS = TRRSTS | STSDEST;			 
	assign SKL = (AT3 & ACTLOOP) |
		(MIR31_19[19] & WREN & AT3) | (WSTS & AT3);
	assign SI = MIR31_19[30] | ~MIR31_19[20];
endmodule
</file>
<file path="/design/flow/run.sh">
#!/bin/bash
# OpenROAD 26Q1-2900-gdf79404cd8, Yosys 0.63+post, stock flow scripts
make -C /OpenROAD-flow-scripts/flow DESIGN_CONFIG=/design/flow/config.mk WORK_HOME=/design/flow/orfs finish
</file>
<file path="/design/flow/config.mk">
export PLATFORM = sky130hd
export DESIGN_NAME = decoding
export DESIGN_NICKNAME = decoding
export VERILOG_FILES = /design/flow/design.v
export SDC_FILE = /design/flow/constraint.sdc
export NUM_CORES = 4
export LEC_CHECK = 1
export CORE_AREA = 10 10 83 83
export DIE_AREA = 0 0 93 93
</file>
<file path="/design/flow/constraint.sdc">
current_design decoding

set clk_period 1.5
set clk_io_pct 0.2

create_clock -name clk0 -period $clk_period [get_ports {T1}]
create_clock -name clk1 -period $clk_period [get_ports {clk}]

set non_clock_inputs [all_inputs -no_clocks]
set_input_delay [expr $clk_period * $clk_io_pct] -clock clk0 $non_clock_inputs
set_output_delay [expr $clk_period * $clk_io_pct] -clock clk0 [all_outputs]
</file>
==> Changelog: implementation <==
### Metrics

- Status: complete, but fails checks
- Failing checks: negative setup slack
- R2R cell count: 2
- Antenna-violating nets left: 0
- Average cell area after synthesis: 8.90 um^2
- Global-route wire length before repair: 5220 um
- Post-synth top flop: dfxtp_1
- Initial antenna violation count: 0
- Core Rows: 26
- Vias in the first global route: 1,012
- Critical Path AT: 0.78 ns
- Grt ovf: 0
- Yosys cell count: 87
- Top cell area share: 36.2%
- Placer Congestion: 0.730
- Flops & latches, synth: 14
- Core ar.: 5140 um^2
- Drt pass-1 iters: 4
- Worst setup margin: -0.119 ns
- Seq/Total Area, Yosys: 36.2%
- CP Capture Type: flop
- Placed Cells: 228
- FP Core Util: 15.1%
- Worst r2r src: MIR31_19[21]
- CTS H-tree lvls: 1
- Routed wire length: 3500 um
- PortBufs: 66
- CTS max path bufs: 2
- EDFF count, synth: 0
- DP Wirelength: 2500 um
- Reg2reg end: x_14c_qx
- Crit path kind: reg2reg
- Final hold violation count: 0
- HP Class: reg2reg
- Io pins: 89
- All-Layer GR Usage: 7.25%
- Die H: 93 um
- HP Start: MIR31_19[19]
- Unrepaired setup endpoints after global routing: yes
- Cells after Synth: 87
- Worst vdd ir: 0.000284 V
- Count of cell types in the netlist: 22
- Die width: 93 um
- ANT cells: 0
- Tool warnings: 50
- Fraction of layout cells with a size suffix above 1: 50.0%
- Crit-path cells: and4b_1, o21ai_1
- Cell family with most CP delay: flip-flops
- CP Buf/Inv Count: 0
- R2r setup slk: -0.12 ns
- Area delta synth->final: 137%
- Drt drc: 0
- Mean number of vias per cell: 3.90
- Max stage delay on crit path: 0.32 ns
- Worst Hold Depth: 2
- Total number of vias: 983
- Min Hold Slack: 0.497 ns
- Crit path DRT: 0.66 ns
- CTS root buf: clkbuf_8
- CTS tree: built
- Worst-path clk slew: 0.06 ns
- CP max stage cell: dfxtp_2
- Post-route insts no fill: 252
- Leak pwr: 0.000846 uW
- Post-synthesis cell area: 774 um^2
- Hold EP: MIR31_19[19]
- WL/cell: 13.9 um
- Synthesis Warnings: 1
- Yosys Chip Area: 774 um^2
- Share of flip-flops with an asynchronous set or reset: 0%
- Largest area contributor in the netlist: dfxtp_1
- Die area: 8650 um^2
- Pin count of the biggest net entering global routing: 14
- Max Cap Viol: 0
- Critical Path Start Type: flop
- # hold bufs at CTS: 0
- DRC marker count from the first detailed-route iteration: 18
- Final setup fails: 13
- Slew Viols, Final: 0
- Power per cell area: 583 nW/um^2
- Worst-path maximum fanout: 2
- Clk_skew: 0 ns
- Main area contributors: dfxtp_1, mux2i_1, nor2_1
- CTS Buf Count: 3
## metrics by stage
stage          power (uW)  cell area [um^2]  utilization (%)  setup TNS (ns)  worst slack [ns]
2_1_floorplan         503               774                -               0            0.0641
3_3_place_gp          719              1580             30.6          -13.69            -0.626
3_5_place_dp          719              1580             30.6          -13.76            -0.647
4_1_cts              1070              1740             33.9           -1.28            -0.203
5_1_grt              1150              1830             35.6           -1.83            -0.175
6_report             1070              1830             35.6          -0.964            -0.119
## report_power, final
| part | switching [uW] | internal [uW] | total (uW) | leakage, uW |
|---|---|---|---|---|
| logic | 113 | 222 | 334 | 0.000701 |
| registers | 17.6 | 394 | 411 | 0.000117 |
| clock network | 131 | 192 | 323 | 0.0000281 |
## state kept, by name, summed over array words and instances, names as in the netlist
register  flops
MIR31_19     13
x_14c_qx      1
## timing repair
action | in CTS | in global routing
pin swaps | 18 | 8
buffers inserted | 14 | 7
setup endpoints to repair | 29 | 25
resized | 112 | 30
## layer usage
metal	vias to the layer above	wire length, um	track usage, %
met5	-	0	0
met4	0	38	1.16
met3	4	381	3.55
met2	51	1410	10.6
met1	442	1670	9.63
li1	486	-	-
## worst max path at each step
stage,endpoint,depth (start not counted),slack [ns],start
CTS,ASHS[1],4,-0.20,MIR31_19[31]
global route,BSHS[1],6,-0.17,MIR11_8[10]
finish,x_14c_qx,2,-0.12,MIR31_19[21]
## logic make-up after synthesis
logic type,count (synthesis),share of synthesized area [%]
mux,18,24.1
simple gates,38,27.0
other cells,1,0.484
flops,14,36.2
buf+inv,10,7.43
compound gates,6,4.85
## cell type report
type                       instances  area (um^2)
clock inverter                     1         3.75
sequential                        14          292
clock buffer                       4         45.0
timing repair buffer              97          830
inverter                           3         11.3
tap                               70         87.6
fill                             527         3310
multi-input combinational         63          563
## cell usage after synthesis, types with 2 or more instances
cell	number
nand2b_1	5
mux2_2	5
o31ai_1	3
nor2_1	22
nor3_1	2
dfxtp_1	14
nand2_1	2
mux2i_1	13
nor4_1	2
o21ai_1	2
buf_4	3
inv_1	4
## tightest hold or removal path, stage by stage (launching register included)
cell     delay [ns]
dfxtp_1        0.32
mux2i_1        0.06
nor2_1         0.07
## layout by cell type, fill, tap and decap left out, drive strengths merged
cell type	count
buf	50
clkdlybuf4s50	31
nor2	22
dfxtp	14
mux2i	13
clkbuf	10
clkdlybuf4s15	6
mux2	5
nand2b	5
inv	4
dlygate4sd2	3
o21ai	3
o31ai	3
nand4bb	2
nand2	2
nor3	2
nor4	2
and4b	1
nand3b	1
nand4b	1
conb	1
dlymetal6s2s	1
No activity file was given, so power comes from the tool's default toggle rates.

<file path="design/flow/config.mk">
export PLATFORM = sky130hd
export DESIGN_NAME = arithmetic
export DESIGN_NICKNAME = arithmetic
export VERILOG_FILES = /design/flow/design.v
export SDC_FILE = /design/flow/constraint.sdc
export NUM_CORES = 4
export LEC_CHECK = 1
export CORE_UTILIZATION = 40
</file>
<file path="design/flow/constraint.sdc">
current_design arithmetic

set clk_period 16.8
set clk_io_pct 0.2

create_clock -name clk0 -period $clk_period [get_ports {clk}]

set non_clock_inputs [all_inputs -no_clocks]
set_input_delay [expr $clk_period * $clk_io_pct] -clock clk0 $non_clock_inputs
set_output_delay [expr $clk_period * $clk_io_pct] -clock clk0 [all_outputs]
</file>
<file path="design/flow/design.v">
`timescale 1ns / 1ps
`default_nettype none
module arithmetic (
	input			clk,
	input			C,
	input [15:0]		AA,
	input [15:0]		BB,
	input			ACKL,
	input			AKL,
	input [5:0]		SHC,
	input [1:0]		SHS,
	input			SHKL,
	input			SHM,
	input			SHX,
	input [2:0]		SL,
	input [3:0]		S,
	input			M,
	input			BC15,
	input			BC0,
	input [15:12]		MIR15_12,
	output			SH6,
	output			AC15,
	output			AC0,
	output			ZERO,
	output			SH15,
	output			SH0,
	output 			CO,
	output [15:0]		SUM
);
	reg [15:0]	A, B, AC, BH, SH;
	always @(posedge clk) begin
		if (SHKL) begin
			if (&SHS)
				SH <= SUM;
			else if (SHS[0])
				SH <= { SH[14:0], SHX };
			else if (SHS[1])
				SH <= { SHM, SH[15:1] };
		end
	end
	assign SH15 = SH[15];
	assign SH6 = SH[6];
	assign SH0 = SH[0];
	always @(*) begin
		case (MIR15_12)
		4'd00: BH = 16'o000001;
		4'd01: BH = 16'o000002;
		4'd02: BH = 16'o000004;
		4'd03: BH = 16'o000010;
		4'd04: BH = 16'o000020;
		4'd05: BH = 16'o000040;
		4'd06: BH = 16'o000100;
		4'd07: BH = 16'o000200;
		4'd08: BH = 16'o000400;
		4'd09: BH = 16'o001000;
		4'd10: BH = 16'o002000;
		4'd11: BH = 16'o004000;
		4'd12: BH = 16'o010000;
		4'd13: BH = 16'o020000;
		4'd14: BH = 16'o040000;
		4'd15: BH = 16'o100000;
		endcase
	end
	always @(posedge clk)
		if (AKL)
			A <= AA;
	always @(*) begin
		case (SL)
		3'o0: B = { {10{SHC[5]}}, SHC };
		3'o1: B = SH;
		3'o2: B = BH;
		3'o3: B = AC;
		3'o4: B = { BC0, AC[15:1] };
		3'o5: B = { AC[14:0], BC15 };
		3'o6: B = 0;	 
		3'o7: B = BB;
		endcase
	end
	wire [15:0]	invB = ~B, invA = ~A, mone = 16'o177777;
	reg [15:0]	xSUM;
	reg		xCO;
	always @(*) begin
		case ({ M, S })
		5'o00: { xCO, xSUM } = { 1'b0, B } + { 1'b0, mone} ;
		5'o01: { xCO, xSUM } = { 1'b0, B } + { 1'b0, A} ;
		5'o02: { xCO, xSUM } = { 1'b0, B } + { 1'b0, invA} ;
		5'o03: { xCO, xSUM } = { 1'b0, B } + { 17'b0 } ;
		5'o04: { xCO, xSUM } = { 1'b0, B } + { 1'b0, mone } + { 16'b0, C};
		5'o05: { xCO, xSUM } = { 1'b0, B } + { 1'b0, A } + { 16'b0, C};
		5'o06: { xCO, xSUM } = { 1'b0, B } + { 1'b0, invA } + { 16'b0, C};
		5'o07: { xCO, xSUM } = { 1'b0, B } + { 17'b0 } + { 16'b0, C};
		5'o10: { xCO, xSUM } = { 1'b0, B } + { 1'b0, mone} ; 
		5'o11: { xCO, xSUM } = { 1'b0, B } + { 1'b0, A} ;    
		5'o12: { xCO, xSUM } = { 1'b0, B } + { 1'b0, invA} ; 
		5'o13: { xCO, xSUM } = { 1'b0, B } + { 17'b0 } ;    
		5'o14: { xCO, xSUM } = { 1'b0, B } + { 1'b0, mone } + 1;
		5'o15: { xCO, xSUM } = { 1'b0, B } + { 1'b0, A } + 1;
		5'o16: { xCO, xSUM } = { 1'b0, B } + { 1'b0, invA } + 1;
		5'o17: { xCO, xSUM } = { 1'b0, B } + { 17'b0 } + 1;
		5'o20: xSUM = invB;
		5'o21: xSUM = ~(A & B);
		5'o22: xSUM = invB | A;
		5'o23: xSUM = 1;
		5'o24: xSUM = ~(A | B);
		5'o25: xSUM = invA;
		5'o26: xSUM = ~(A ^ B);
		5'o27: xSUM = A | invB;
		5'o30: xSUM = invB & A;
		5'o31: xSUM = A ^ B;
		5'o32: xSUM = A;
		5'o33: xSUM = A | B; 
		5'o34: xSUM = 0;
		5'o35: xSUM = B & invA;
		5'o36: xSUM = B & A;
		5'o37: xSUM = B;
		endcase
	end
	assign ZERO = ~|SUM;
	assign CO = xCO;
	assign SUM = xSUM;
	always @(posedge clk)
		if (ACKL)
			AC <= SUM;
	assign AC15 = AC[15];
	assign AC0 = AC[0];
endmodule
</file>
<file path="design/flow/run.sh">
#!/bin/bash
# OpenROAD 26Q1-2900-gdf79404cd8, Yosys 0.63+post, stock flow scripts
make -C /OpenROAD-flow-scripts/flow DESIGN_CONFIG=/design/flow/config.mk WORK_HOME=/design/flow/orfs finish
</file>
==> metrics.csv <==
stage;metric;value;unit
clocking;latest clock arrival within the worst-skew pair;0.31;ns
floorplanning;Die Size;0.0278;mm^2
clocking;CTS hold repair buffers;0;
global_route;highest-utilization routing layer at the global route stage;met2;
synth;area of the synthesized netlist per yosys stat;0.0109;mm^2
route;vias per cell;6.86;
clocking;CTS tree;done;
clocking;post-CTS setup buffers;0;
critical_path;worst path cell trace;clkdlybuf4s50_1 -> buf_4 -> or3b_1 -> o32ai_1 -> o22a_1 -> ha_1 -> o211ai_1 -> o21ai_0 -> a31oi_1 -> xnor2_1 -> nand4_1 -> nor3_1 -> xnor2_1 -> nor2_1 -> or4_1 -> a21o_1 -> nor4_2 -> clkdlybuf4s50_1;
final_timing;maximum clock skew at final layout;0.00535;ns
place;port buffer count;83;
route;starting DRC count in detailed routing;1545;
critical_path;sort of element at the end of the critical path;output port;
global_route;via count of the first global-routing pass;11734;
finish;ratio of cells with drive above 1 in the final layout;0.0741;
critical_path;type of element launching the critical path;primary input;
place;Inst Count DP;1811;
floorplanning;Horiz. Die Dim;167;um
critical_path;number of cells on the worst reg-to-reg path;15;
min_path;min-delay src;SH[9];
floorplanning;Top-Level Pins;84;
route;routed wirelength normalized by instance count;28.6;um
critical_path;path type of the worst setup path;primary input to output port;
place;routability cong.;1.02;
synth;flop and latch count out of synthesis;49;
final_timing;Least-Margin Pin Slew;1.06;ns
global_route;Global Route met1 Usage;0.500;
clocking;CTS H-tree depth;2;
final_timing;fmax;72.3;MHz
final_timing;setup repair after global routing missed its margin;false;
critical_path;master of the slowest instance on the critical path;sky130_fd_sc_hd__o21ai_0;
final_timing;number of pins with negative max-slew slack in the final report;0;
clocking;TritonCTS buffer count;5;
synth;post-synthesis cell type count;95;
route;detailed-route wire length;52.0;mm
min_path;Worst Hold Depth;1;
final_timing;number of unconstrained endpoints;2;
final_timing;register pins left without a clock;1;
place;HPWL after detailed placement;40.6;mm
final_timing;Final setup violation count;0;
place;Area after DPL;0.0119;mm^2
route;TritonRoute pass-1 iters;6;
power;worst ir drop on vdd;0.0495;mV
floorplanning;standard-cell row count;59;
floorplanning;vertical die size;167;um
global_route;largest net degree at the start of global routing;44;
run;Max Cap Violations;0;
synth;number of enable flip-flop cells;48;
synth;asr flop ratio synth;0;
synth;number of synthesis warnings;1;
critical_path;data required time of the worst path;13.44;ns
synth;commonest register cell after synthesis;sky130_fd_sc_hd__edfxtp_1;
synth;ys cells;1456;
route;routed vias;12476;
global_route;global-route usage over all layers;0.378;
floorplanning;core area;0.0264;mm^2
min_path;Worst Hold End;SH[8];
global_route;global-route track usage on met2;0.606;
route;antenna cell count;0;
outcome;status;finished clean;
clocking;# resized after CTS;0;
power;Pwr Density;77.6;mW/mm^2
finish;number of standard cells in the final layout excluding fillers;1819;
synth;synthesized instance count;1456;
critical_path;maximum fanout count along the critical path;30;
clocking;clock transition at the register clock pins on the worst setup and hold paths after CTS;0.07;ns
clocking;clk root buf;sky130_fd_sc_hd__clkbuf_16;
critical_path;stage delay of the slowest cell on the critical path;0.76;ns
route;remaining routing DRC violations;0;
synth;Avg Inst Size Synth;7.46;um^2
global_route;Congestion Overflow GR;0;
route;final antenna-violating net count;0;
finish;Area Growth Syn to Fin;11.8;%
finish;final core utilization;0.461;
critical_path;worst reg2reg endpoint;SH[13];
min_path;type of the most critical hold path;register to register;
final_timing;worst-case headroom to the max-slew limit;0.278;
critical_path;reg2reg start;AC[1];
floorplanning;Core Density at Floorplan;0.412;
run;tool warning count;79;
critical_path;setup slack of the worst register-to-register path;10.69;ns
global_route;initial antenna violation count;1;
final_timing;TNS Setup;0;ns
final_timing;final worst-path cycle share;0.824;
critical_path;number of buffer and inverter instances along the worst setup path;3;
final_timing;Final Hold Fails;0;
power;leakage power figure;4.43;nW
synth;synthesized cell area;0.0109;mm^2
final_timing;Final Critical Period;13.84;ns
critical_path;data arrival time at the worst-slack endpoint;10.48;ns
critical_path;critical path's top delay family;AND-OR/OR-AND gates;
global_route;met3 capacity usage during global routing;0.0833;
clocking;maximum number of buffers from clock root to sink;2;
global_route;global-route wire length before repair;76.7;mm
finish;fin area;0.0121;mm^2
-- through the flow --
stage / power [mW] / setup WS (ns) / hold slack [ns]
after CTS: 0.923 / 3.15 / 0.616
after detailed placement: 0.783 / 3.14 / 0.599
after global routing: 0.989 / 2.59 / 0.639
after floorplan: 0.569 / 5.53 / 0.536
final: 0.941 / 2.96 / 0.622
after global placement: 0.789 / 3.16 / 0.598
-- worst reg2reg max path, delay by kind of cell, from the launching register on --
kind / cells / cell delay, ns
AOI/OAI and AO/OA: 7 / 2.74
and+or+nand+nor: 4 / 1.39
xor gates and xnor gates: 2 / 0.64
adders and majority gates: 1 / 0.60
DFF: 1 / 0.40
muxes: 1 / 0.09
-- logic make-up after synthesis --
kind of cell / share of synthesized area
flops: 0.133
simple gates: 0.248
compound gates: 0.327
buf+inv: 0.0705
xor+xnor: 0.0678
mux: 0.0554
latches: 0.00138
fa+ha+maj: 0.0973
-- power breakdown --
| group | switching, mW | internal, mW |
|---|---|---|
| clock | 0.0522 | 0.0861 |
| combinational | 0.411 | 0.223 |
| sequential | 0.0177 | 0.151 |
-- layer usage --
layer / vias up / wire length, um / part of all wire
li1: 5661 / - / -
met1: 5947 / 21000 / 0.40
met2: 725 / 23400 / 0.45
met3: 143 / 5110 / 0.098
met4: 0 / 2460 / 0.047
met5: - / 0 / 0
-- cell type report --
| cell class | instances | area, um^2 |
|---|---|---|
| clock buffers | 5 | 125 |
| clock inverters | 3 | 68.8 |
| fillers | 2652 | 14200 |
| inverters | 74 | 283 |
| multi-input cells | 1228 | 8640 |
| flip-flops and latches | 49 | 1460 |
| well taps | 335 | 419 |
| repair buffers | 125 | 1140 |
-- synthesized netlist by cell type, drive strengths merged (37+ instances only) --
| library cell | count | area (um^2) |
|---|---|---|
| buf | 37 | 228 |
| nor2 | 129 | 494 |
| nand2 | 97 | 364 |
| clkbuf | 68 | 255 |
| o21ai | 58 | 290 |
| nand3 | 53 | 300 |
| ha | 78 | 976 |
| nor3 | 68 | 355 |
| inv | 71 | 272 |
| edfxtp | 48 | 1440 |
| xnor2 | 67 | 587 |
| mux2i | 50 | 500 |
| a21oi | 87 | 435 |
-- how the worst max path moves through the flow --
stage | to | depth (start not counted) | startpoint | slack, ns
final | ZERO | 18 | SL[1] | 2.96
after global routing | ZERO | 18 | SL[1] | 2.59
after CTS | ZERO | 18 | SL[1] | 3.15
-- layout by cell type, fill, tap and decap left out, types with 15 or more instances in the layout --
master,n
sky130_fd_sc_hd__a22oi_1,21
sky130_fd_sc_hd__xor2_1,17
sky130_fd_sc_hd__ha_1,78
sky130_fd_sc_hd__nor3_1,64
sky130_fd_sc_hd__clkdlybuf4s50_1,82
sky130_fd_sc_hd__buf_4,42
sky130_fd_sc_hd__and3_1,15
sky130_fd_sc_hd__nand4_1,19
sky130_fd_sc_hd__a221oi_1,27
sky130_fd_sc_hd__nand3_1,49
sky130_fd_sc_hd__nor2_1,124
sky130_fd_sc_hd__o21ai_0,57
sky130_fd_sc_hd__nor2b_1,19
sky130_fd_sc_hd__a211oi_1,36
sky130_fd_sc_hd__a2111oi_0,15
sky130_fd_sc_hd__a31oi_1,17
sky130_fd_sc_hd__nor4_1,21
sky130_fd_sc_hd__xnor2_1,67
sky130_fd_sc_hd__o2111ai_1,17
sky130_fd_sc_hd__mux2i_1,50
sky130_fd_sc_hd__o221ai_1,18
sky130_fd_sc_hd__nand2b_1,18
sky130_fd_sc_hd__o211ai_1,21
sky130_fd_sc_hd__nand2_1,97
sky130_fd_sc_hd__a21oi_1,87
sky130_fd_sc_hd__edfxtp_1,48
sky130_fd_sc_hd__inv_1,61
sky130_fd_sc_hd__o22ai_1,19
-- registers in the layout, indices dropped and copies added (netlist names) --
register / flops
SH: 16
A: 16
xCO: 1
AC: 16
Power is estimated from default activity; no workload was simulated.
